[design.v]
module RegisterFile(RegWrite, clk, ReadRegister1, ReadRegister2, WriteRegister, WriteData, ReadData1, ReadData2);
	input [4:0] ReadRegister1 , ReadRegister2 , WriteRegister;
	input [31:0] WriteData;
	input RegWrite , clk;
	output reg [31:0] ReadData1 , ReadData2;
	reg [31:0] Register [0:31];
	integer i;
	initial begin 
		for (i=0; i<32; i=i+1)
			Register[i] = 32'd0;
	end
	always @(negedge clk) begin
		if (RegWrite == 1)  begin 
			Register[WriteRegister] <= WriteData;
		end
	end
	always @(ReadRegister1 or ReadRegister2) begin
		ReadData1 <= Register[ReadRegister1];
		ReadData2 <= Register[ReadRegister2];
	end
endmodule 
[constraint.sdc]
current_design RegisterFile

set clk_period 6.8
set clk_io_pct 0.2

create_clock -name clk0 -period $clk_period [get_ports {clk}]

set non_clock_inputs [all_inputs -no_clocks]
set_input_delay [expr $clk_period * $clk_io_pct] -clock clk0 $non_clock_inputs
set_output_delay [expr $clk_period * $clk_io_pct] -clock clk0 [all_outputs]
[run.sh]
#!/bin/bash
# OpenROAD 26Q1-2900-gdf79404cd8, Yosys 0.63+post, stock flow scripts
make -C /OpenROAD-flow-scripts/flow DESIGN_CONFIG=/design/flow/config.mk WORK_HOME=/design/flow/orfs finish
[config.mk]
export PLATFORM = sky130hd
export DESIGN_NAME = RegisterFile
export DESIGN_NICKNAME = RegisterFile
export VERILOG_FILES = /design/flow/design.v
export SDC_FILE = /design/flow/constraint.sdc
export NUM_CORES = 4
export LEC_CHECK = 1
export CORE_UTILIZATION = 40
==> impl_metrics.env <==
# yosys + openroad results
export IMPL_ys_cells=3387
export IMPL_grt_first_pass_wirelength_um=224300
export IMPL_largest_area_cell="edfxtp_1"
export IMPL_edf_count=1024
export IMPL_route_antenna_remaining_nets=0
export IMPL_ys_top_cells_by_area="edfxtp_1 63%, mux2i_1 21%, a22oi_1 3.0%"
export IMPL_synth_cell_type_count=24
export IMPL_design_area_sq_um=62330
export IMPL_htree_levels=3
export IMPL_dp_cells=5106
export IMPL_clockPowerShare=0.512
export IMPL_endpoint_kind="output pin"
export IMPL_sequentialPowerShare=0.406
export IMPL_critPathLaunchType="flop"
export IMPL_switchingPower_w=0.004971
export IMPL_antenna_found_initial=7
export IMPL_chipHeight_um=351.2
export IMPL_ys_flops=1024
export IMPL_yosys_top_cells_count="1024 x edfxtp_1, 1024 x mux2i_1, 195 x nand2_1"
export IMPL_path_max_fanout=2
export IMPL_top_cell_area_share=0.6306
export IMPL_avgSynthCellArea_sq_um=14.40
export IMPL_drc=0
export IMPL_largest_reg_flops=1024
export IMPL_required_ns=5.44
export IMPL_ys_flop_type="edfxtp_1"
export IMPL_tns_ns=-2.250
export IMPL_core_rowCount=127
export IMPL_status="finished with violations"
export IMPL_clock_sinks=1024
export IMPL_synth_area_sq_um=48760
export IMPL_hpwl_um=91480
export IMPL_synthToLayoutAreaGrowth_pct=27.82
export IMPL_clkTransAtPathRegs_ns=0.03
export IMPL_place_area_sq_um=53520
export IMPL_slew_headroom=0.1914
export IMPL_finalNonFillerCells=6336
export IMPL_clockBufferDepth=3
export IMPL_yosys_area_sq_um=48760
export IMPL_cts_buffers=114
export IMPL_die_w_um=351.2
export IMPL_finalSetupViolCount=38
export IMPL_num_vias=34720
export IMPL_dieArea_sq_um=123300
export IMPL_p_leak_nw=27.05
export IMPL_io_pins=113
export IMPL_syn_inst=3387
export IMPL_core_region_area_sq_um=120400
export IMPL_wl_per_cell_um=24.30
export IMPL_violations="negative setup slack"
export IMPL_ys_warn_count=1
export IMPL_dr_pass1_iters=6
export IMPL_worstMarginPinSlew_ns=1.213
export IMPL_fillerInstances=9818
export IMPL_power_density_nw_per_um2=280.8
export IMPL_largest_register="Register"
export IMPL_slew_viol_final=0
export IMPL_port_buffers=112
export IMPL_switching_share=0.2840
export IMPL_fp_utilization=0.4049
export IMPL_grt_pass1_vias=37850
export IMPL_min_path_type="input pin to output pin"
export IMPL_gp_congestion=0.9165
export IMPL_internal_power_w=0.01253
export IMPL_drt_iter0_drc=2082
export IMPL_rsz0062_at_grt="yes"
export IMPL_peakVddDrop_v=0.0002260
export IMPL_arrival_ns=5.67
export IMPL_pwr_share_comb=0.082
export IMPL_cts_root_buf="clkbuf_16"
export IMPL_dp_worst_setup_slack_ns=-0.09897
export IMPL_crit_type="flop to output pin"
export IMPL_drv_cap=0
export IMPL_openroad_warnings=1030
export IMPL_cts_tree="yes"
export IMPL_ys_async_sr_fraction=0
export IMPL_setup_ws_ns=-0.2319
export IMPL_yosysSeqAreaShare=0.6306
export IMPL_hold_viol_final=0
export IMPL_largestRegisters="Register (1024)"
export IMPL_vias_per_cell=5.480
export IMPL_routed_wl_um=154000
export IMPL_overflow=0
export IMPL_drive_gt1_frac=0.1457
export IMPL_grt_usage=0.2699
export IMPL_grt_max_degree=75
final timing paths:
| path | start | to | slack, ns | depth (start not counted) |
|---|---|---|---|---|
| max | Register[7][9] | ReadData2[9] | -0.23 | 8 |
| min | ReadRegister1[1] | ReadData1[14] | 3.60 | 6 |
repair_timing:
action / in CTS / in global routing
setup buffers: 6 / 0
endpoints found under the setup margin: 64 / 64
resized: 348 / 51
hold buffers: 0 / 0
pin swaps: 130 / 109
worst max-delay path: stages, from the launching register on:
cell      delay (ns)
edfxtp_1        0.37
buf_4           0.14
mux2i_1         0.15
a22o_1          0.22
nor3_4          0.07
a31oi_1         0.20
nand3_1         0.15
buf_12          0.17
buf_6           0.10
power by group through the flow:
| stage | Combinational (W) | Clock (W) | Sequential [W] |
|---|---|---|---|
| 4_1_cts | 0.00142 | 0.00920 | 0.00711 |
| 5_1_grt | 0.00151 | 0.00990 | 0.00711 |
| 6_report | 0.00143 | 0.00896 | 0.00711 |
logic make-up after synthesis:
kind of cell | after synthesis | share of synthesized area
multiplexers | 1024 | 0.2102
flip-flops | 1024 | 0.6306
AND-OR/OR-AND | 576 | 0.08046
AND/OR/NAND/NOR | 509 | 0.04716
buffers and inverters | 254 | 0.03161
layout by cell type, fill, tap and decap left out, types with 4 or more instances in the layout:
cell | netlist | layout
a31oi_1 | 64 | 22
nor3_1 | 64 | 16
nand2b_2 | 0 | 4
a22o_1 | 128 | 128
buf_2 | 80 | 44
nor2_4 | 0 | 34
nand3_4 | 0 | 7
mux2i_1 | 1024 | 1022
buf_12 | 0 | 78
clkinvlp_2 | 0 | 30
a31oi_2 | 0 | 8
clkbuf_2 | 0 | 11
a22oi_1 | 192 | 192
bufinv_16 | 0 | 26
nor3_4 | 0 | 15
nor2b_4 | 0 | 4
edfxtp_1 | 1024 | 1024
buf_4 | 52 | 162
clkdlybuf4s50_1 | 0 | 46
inv_1 | 1 | 1040
nand3b_1 | 5 | 5
a21oi_1 | 192 | 192
inv_4 | 0 | 14
nand3_2 | 0 | 38
nand3_1 | 194 | 149
nand2_1 | 195 | 193
clkbuf_16 | 0 | 117
a31oi_4 | 0 | 34
nor3_2 | 0 | 33
buf_6 | 37 | 9
stage by stage:
step           utilization  power, W  hold slack (ns)
2_1_floorplan            -  0.008796            2.981
3_3_place_gp        0.4443  0.009450            4.008
3_5_place_dp        0.4443  0.009452            4.017
4_1_cts             0.5166   0.01773            3.579
5_1_grt             0.5175   0.01852            3.624
6_report            0.5175   0.01750            3.601
layout make-up:
class / count / area, sq um / area share
flip-flops and latches: 1024 / 30750 / 0.4933
multi-input cells: 2109 / 17960 / 0.2881
clock inverters: 1117 / 5006 / 0.08032
repair buffers: 354 / 3664 / 0.05878
clock buffers: 117 / 2928 / 0.04697
well taps: 1612 / 2017 / 0.03236
diodes: 3 / 7.507 / 0.0001204
metal layers:
| metal | GRT usage | vias up | part of all wire |
|---|---|---|---|
| li1 | - | 15910 | - |
| met1 | 0.3299 | 16630 | 0.36 |
| met2 | 0.3746 | 1883 | 0.46 |
| met3 | 0.1907 | 276 | 0.15 |
| met4 | 0.1081 | 14 | 0.030 |
| met5 | 0.03022 | - | 0.0025 |
Power and IR drop assume default switching activity.
