==> ./design.v <==
module controller (start,sign,rst,clk,ldd,or_d,OV_not,ldw,shw,
                    ldq,shq,q0,d_sel,w_sel,out_sel,doneq,donew,DivBy0,OV);
    input start,sign,or_d,OV_not,rst,clk;
    output ldd,ldw,shw,ldq,shq,q0,d_sel,w_sel,out_sel,doneq,donew,DivBy0,OV;
    reg ldd,ldw,shw,ldq,shq,q0,d_sel,w_sel,out_sel,doneq,donew,DivBy0,OV;
    reg [5:0] ps, ns;
    always @(posedge clk)
        if (rst)
            ps=6'd0;
        else
            ps=ns;
    always @(ps or start or sign or or_d or OV_not) begin
        case (ps)
            6'd0:ns=start?6'd1:6'd0;
            6'd1:ns=6'd2;
            6'd2:ns=or_d?6'd3:6'd30;
            6'd3:ns=OV_not?6'd4:6'd31;
            6'd4:ns=6'd5;
            6'd5:ns=sign?6'd6:6'd7;
            6'd6:ns=6'd8;
            6'd7:ns=6'd9;
            6'd8:ns=6'd9;
            6'd9:ns=6'd10;
            6'd10:ns=sign?6'd11:6'd12;
            6'd11:ns=6'd13;
            6'd12:ns=6'd14;
            6'd13:ns=6'd14;
            6'd14:ns=6'd15;
            6'd15:ns=sign?6'd16:6'd17;
            6'd16:ns=6'd18;
            6'd17:ns=6'd19;
            6'd18:ns=6'd19;
            6'd19:ns=6'd20;
            6'd20:ns=sign?6'd21:6'd22;
            6'd21:ns=6'd23;
            6'd22:ns=6'd24;
            6'd23:ns=6'd24;
            6'd24:ns=6'd25;
            6'd25:ns=sign?6'd26:6'd27;
            6'd26:ns=6'd28;
            6'd27:ns=6'd28;
            6'd28:ns=6'd29;
            6'd29:ns=6'd0;		
            6'd30:ns=6'd0;
	    6'd31:ns=6'd0;
        endcase
    end
    always @(ps) begin
        {ldd,ldw,shw,ldq,shq,q0,d_sel,w_sel,out_sel,doneq,donew,DivBy0,OV}=13'b0_0000_0000_0000;
        case(ps)
            6'd0: ;
            6'd1:{w_sel,ldw,ldq}=3'b111;
            6'd2:ldd=1'b1;
            6'd3:{shw,shq}=2'b11;
            6'd4:{d_sel,ldw}=2'b11;
            6'd5: ;
            6'd6:ldw=1'b1;
            6'd7:{q0,shw,shq}=3'b111;
            6'd8:{shw,shq}=2'b11;
            6'd9:{d_sel,ldw}=2'b11;
            6'd10: ;
            6'd11:ldw=1'b1;
            6'd12:{q0,shw,shq}=3'b111;
            6'd13:{shw,shq}=2'b11;
            6'd14:{d_sel,ldw}=2'b11;
            6'd15: ;
            6'd16:ldw=1'b1;
            6'd17:{q0,shw,shq}=3'b111;
            6'd18:{shw,shq}=3'b11;
            6'd19:{d_sel,ldw}=2'b11;
            6'd20: ;
            6'd21:ldw=1'b1;
            6'd22:{q0,shw,shq}=3'b111;
            6'd23:{shw,shq}=3'b11;
            6'd24:{d_sel,ldw}=2'b11;
            6'd25: ;
            6'd26:{ldw,shq}=2'b11;
            6'd27:{shq,q0}=2'b11;
            6'd28:doneq=1'b1;
            6'd29:{donew,out_sel}=2'b11;
	    6'd30:DivBy0=1'b1;
	    6'd31:OV=1'b1;
        endcase
    end
endmodule
==> ./run.sh <==
#!/bin/bash
# OpenROAD 26Q1-2900-gdf79404cd8, Yosys 0.63+post, stock flow scripts
make -C /OpenROAD-flow-scripts/flow DESIGN_CONFIG=/design/flow/config.mk WORK_HOME=/design/flow/orfs finish
==> ./config.mk <==
export PLATFORM = sky130hd
export DESIGN_NAME = controller
export DESIGN_NICKNAME = controller
export VERILOG_FILES = /design/flow/design.v
export SDC_FILE = /design/flow/constraint.sdc
export NUM_CORES = 4
export LEC_CHECK = 1
export CORE_AREA = 10 10 90 90
export DIE_AREA = 0 0 100 100
==> ./constraint.sdc <==
current_design controller

set clk_period 6.2
set clk_io_pct 0.2

create_clock -name clk0 -period $clk_period [get_ports {clk}]

set non_clock_inputs [all_inputs -no_clocks]
set_input_delay [expr $clk_period * $clk_io_pct] -clock clk0 $non_clock_inputs
set_output_delay [expr $clk_period * $clk_io_pct] -clock clk0 [all_outputs]
==> flow_metrics.env <==
# source this file to load flow results
export IMPL_synth_cell_types=44
export IMPL_dp_final_hpwl_mm=2.03
export IMPL_synth_top_area_share_pct=25.9
export IMPL_warning_count=28
export IMPL_ys_flops=21
export IMPL_antenna_left=0
export IMPL_r2r_end="shq"
export IMPL_synth_area_um2=1230
export IMPL_min_to="d_sel"
export IMPL_relSlewSlack_pct=60.0
export IMPL_area_leaders="dfxtp_1 26%, dlxtn_1 6.1%, a21oi_1 4.9%"
export IMPL_chipWidth_um=100
export IMPL_finalHoldViolCount=0
export IMPL_start_kind="input pin"
export IMPL_hold_path_depth=2
export IMPL_syn_avg_cell_area_um2=7.72
export IMPL_hold_class="input pin to flip-flop"
export IMPL_drt_first_pass_iters=4
export IMPL_grt_overflow=0
export IMPL_cp_required_ps=6340
export IMPL_worstMarginPinSlew_ps=599
export IMPL_ir_drop_mv=0.0786
export IMPL_synth_top_cells_by_count="16 x dfxtp_1, 14 x nor2_1, 13 x nand2_1"
export IMPL_grt_setup_unrepaired="false"
export IMPL_holdWs_ps=1800
export IMPL_critPathKind="input pin to flip-flop"
export IMPL_synth_cells=160
export IMPL_die_area_um2=10000
export IMPL_power_leakage_nw=0.587
export IMPL_core_area_um2=6280
export IMPL_fin_cells=249
export IMPL_io_pins=19
export IMPL_core_rowCount=29
export IMPL_detail_route_vias_per_cell=4.46
export IMPL_switching_share_pct=27.0
export IMPL_rr_startpoint="ps[1]"
export IMPL_place_congestion=0.897
export IMPL_post_cts_buffers=0
export IMPL_synth_async_reset_ratio_pct=0
export IMPL_power_uw=274
export IMPL_drive_gt1_share_pct=5.23
export IMPL_yosysWarnings=1
export IMPL_drt_initial_drc_count=116
export IMPL_via_count=1110
export IMPL_combPwrFrac_pct=21.3
export IMPL_unconstrained_endpoints=5
export IMPL_setup_ws_ps=2040
export IMPL_fin_crit_ps=4160
export IMPL_cp_max_fo=7
export IMPL_unclocked_pins=5
export IMPL_dp_slack_ps=1790
export IMPL_yosysMostFrequentCell="dfxtp_1"
export IMPL_wl_per_cell_um=11.0
export IMPL_antenna_found_initial=0
export IMPL_max_stage_delay_ps=590
export IMPL_fp_util_pct=19.7
export IMPL_clock_tree_root_cell="clkbuf_8"
export IMPL_grt_pass1_vias=1011
export IMPL_clkPwrFrac_pct=32.7
export IMPL_ff_type="dfxtp_1"
export IMPL_hold_buffers=0
export IMPL_cts_htree_levels=1
export IMPL_min_delay_start="rst"
export IMPL_crit_slowest_cell="clkdlybuf4s50_1"
export IMPL_internal_power_uw=200
export IMPL_dp_cells=245
export IMPL_clockBufferDepth=2
export IMPL_grt_pass1_wl_mm=4.62
export IMPL_area_growth_pct=21.0
export IMPL_power_density_nw_per_um2=184
export IMPL_maxCapViolCount=0
export IMPL_finalCritPeriodShare_pct=67.0
export IMPL_ff2ff_setup_slack_ps=2860
export IMPL_drc_errors=0
export IMPL_portBuffers=18
export IMPL_power_frac_seq_pct=46.0
export IMPL_synth_chip_area_um2=1230
export IMPL_reg2regPathDepth=12
export IMPL_cts_buffers=3
export IMPL_yosysTopAreaCell="dfxtp_1"
export IMPL_cts_clk_slew_worst_paths_ps=60
export IMPL_setup_tns_ps=0
export IMPL_drt_total_wl_mm=2.74
export IMPL_setup_violations=0
export IMPL_end_kind="flip-flop"
export IMPL_fmax_mhz=241
export IMPL_p_sw_uw=74.1
export IMPL_fp_dieH_um=100
export IMPL_tritoncts="yes"
export IMPL_status="finished clean"
export IMPL_ys_cells=160
export IMPL_grt_max_degree=20
export IMPL_track_usage_pct=5.21
export IMPL_n_antenna_cell=0
export IMPL_edf_count=0
export IMPL_drv_slew=0
export IMPL_arrival_ps=4300
export IMPL_crit_chain="clkdlybuf4s50_1 -> nand2_1 -> o32ai_1 -> a22o_1 -> a221oi_2 -> a31oi_2 -> dlxtn_1 -> nand2_1 -> ha_1 -> a221oi_1 -> a21o_1 -> o21ai_1 -> a31o_1"
export IMPL_cts_resized=0
export IMPL_cp_common_cell="nand2_1"
[power groups by stage]
| stage | clock (mW) | sequential, mW | combinational (mW) |
|---|---|---|---|
| after global routing | 0.0970 | 0.128 | 0.0668 |
| final | 0.0898 | 0.126 | 0.0584 |
| after CTS | 0.0927 | 0.126 | 0.0591 |
[critical path: cells and delay by family]
kind / cells / cell delay (ps)
AOI/OAI and AO/OA: 8 / 1360
adders and majority gates: 1 / 340
buffers and inverters: 1 / 590
latches: 1 / 490
and+or+nand+nor: 2 / 280
[cell usage in the layout, fill, tap and decap left out, drive strengths merged, types with 2 or more instances in the layout]
cell type and count:
o221ai 2, a221oi 3, o211ai 3, ha 4, clkbuf 4, mux2i 4, nand2b 3, nor3 3
a31oi 4, conb 5, a21o 2, inv 12, nor3b 2, clkdlybuf4s50 18, mux2 2, nand2 13
nand3 5, a21oi 12, dlxtn 5, nor2 14, o22ai 3, o21ai 11, nor2b 9, dfxtp 16
[how the worst max path moves through the flow]
stage / startpoint / endpoint / slack (ps) / cells past startpoint
global route: sign / shq / 1800 / 13
finish: sign / shq / 2040 / 13
CTS: sign / shq / 2050 / 13
[layer usage]
layer	wire length (um)	global-route usage, %	share of wire (%)
met5	0	0	0
met4	32	1.09	1.2
met3	163	0.694	6.0
met2	1220	8.21	45
met1	1320	7.46	48
[cell families (layout without fill, tap and decap cells)]
logic type	after synthesis	in the layout	share of synthesized area [%]
buf+inv	26	34	10.7
compound gates	49	49	26.9
mux	6	6	5.07
latches	5	5	6.08
flops	16	16	25.9
fa+ha+maj	4	4	4.05
xor+xnor	1	1	0.709
simple gates	52	52	20.3
other cells	1	5	0.304
[cell type report]
cell class              instances  area (um^2)
fillers                       674         4780
multi-input cells             117          722
inverters                      12         45.0
flip-flops and latches         21          395
clock buffers                   4         55.1
well taps                      77         96.3
repair buffers                 18          180
[through the flow]
stage               util [%]  area, um^2
floorplan                  -        1250
global placement        22.9        1440
detailed placement      22.9        1440
CTS                     23.8        1490
global route            23.8        1490
finish                  23.8        1490
