--- design/flow/design.v ---
module adder (a,b,s);
    input [31:0] a,b;
    output [31:0] s;
    assign s=a+b;
endmodule
--- design/flow/run.sh ---
#!/bin/bash
# OpenROAD 26Q1-2900-gdf79404cd8, Yosys 0.63+post, stock flow scripts
make -C /OpenROAD-flow-scripts/flow DESIGN_CONFIG=/design/flow/config.mk WORK_HOME=/design/flow/orfs finish
--- design/flow/config.mk ---
export PLATFORM = sky130hd
export DESIGN_NAME = adder
export DESIGN_NICKNAME = adder
export VERILOG_FILES = /design/flow/design.v
export SDC_FILE = /design/flow/constraint.sdc
export NUM_CORES = 4
export LEC_CHECK = 1
export CORE_AREA = 10 10 94 94
export DIE_AREA = 0 0 104 104
--- design/flow/constraint.sdc ---
current_design adder

set clk_period 24.1
set clk_io_pct 0.2

create_clock -name clk0 -period $clk_period

set non_clock_inputs [all_inputs -no_clocks]
set_input_delay [expr $clk_period * $clk_io_pct] -clock clk0 $non_clock_inputs
set_output_delay [expr $clk_period * $clk_io_pct] -clock clk0 [all_outputs]
==> ci_impl_report.md <==
## Implementation flow summary

| Metric | Value |
|---|---|
| CP Data Arrival Time | a little under 8 ns |
| Critical Path Max Stage Delay | approximately 0.49 ns |
| CLK BUF | 0 |
| FP Core Util | 25.5% |
| Chip area in the Yosys report | around 1700 um2 |
| Final hold viol count | 0 |
| Max Cap Viol | 0 |
| Maximum clock rate | roughly 80 MHz |
| First-pass DRT Iterations | 4 |
| Die height | between 100 and 150 um |
| Worst Tran Pin Value | 0.527 ns |
| Slowest CP cell | clkdlybuf4s50_1 |
| Tot Pwr | 0.0801 mW |
| Core area | ~7000 um2 |
| Post-Layout Inst Area | 2780 um2 |
| Worst vdd ir | between 0.00001 and 0.000015 V |
| Biggest area cells | ha_1, a21oi_1, a21o_1 |
| Syn_area_per_cell | 7.24 um2 |
| Largest type area fraction | 22.2% |
| CP endpoint kind | primary output |
| Power density cells | about 29 nW/um2 |
| Final hold slack | about 11 ns |
| OpenROAD warning count | 32 |
| WL/cell | 13.9 um |
| Setup_tns | 0 ns |
| Global-route wire length before repair | 9.81 mm |
| Finished Core Util | 40.7% |
| Final Critical Period | between 10 and 15 ns |
| Antenna violations before repair | 0 |
| Placed cell area | 2780 um2 |
| CP required | 19.28 ns |
| Ports | around 96 |
| Flop area | 0 um2 |
| Worst path cell trace | clkdlybuf4s50_1, ha_1, fa_1, a21o_1, a31o_2, nand3_1, o221ai_1, a311oi_1, o21bai_1, xor2_1, clkdlybuf4s50_1 |
| Layout cells sized above 1 | under 10% |
| Seq share, synth | 0% |
| RSZ-0062 raised after global routing | false |
| Crit path launch type | input port |
| Final std cells w/o fill | 422 |
| Largest net degree at the start of global routing | 11 |
| Type of the worst min-delay path | input port to primary output |
| Critical path endpoint | s[26] |
| Most Frequent Cell on Critical Path | clkdlybuf4s50_1 |
| Placer Congestion | between 0.8 and 0.9 |
| CP max FO | 4 |
| Row Count | 30 |
| Critical path type | input port to primary output |
| Postcts setup bufs | 0 |
| Post-synth top area cell | ha_1 |
| Detailed Place HPWL | slightly above 5 mm |
| Placed insts | around 420 |
| # setup viols final | 0 |
| Final slew viol count | 0 |
| DR vias/cell | roughly 5 |
| Synth Cell Area | between 1500 and 2000 um2 |
| DRT Wirelength | a little under 6 mm |
| FILL cells | around 700 |
| IO Port Bufs | around 96 |
| Post-CTS sizing | 0 |
| Grt total ovfl | 0 |
| Mapped Cells | 241 |
| Rel. slew slack | a little under two thirds |
| Status | finished clean |
| Vias in the first global route | 2054 |
| Leakage | 1.18 nW |
| Die width | about 100 um |
| Ys Warns | 0 |
| Setup ws final | ~12 ns |
| Die Area | approximately 11000 um2 |
| Post-DRT Antenna Nets | 0 |
| N_diodes | 0 |
| Cell Type Count | 50 |
| CTS Hold Bufs | 0 |
| Ys cells | 241 |
| Place WS | 11.49 ns |
| Vias | ~2100 |
| Crit path launch | a[0] |
| Total GRT Usage | approximately a tenth |
| Detailed Route Iter0 Violations | between 70 and 80 |
| Seq_cells | 0 |
| DRC viols | 0 |
| Cycle use final | approximately 52% |
| Area Overhead vs Synth | 59.5% |
worst max-delay path: cells and delay by family:
family          cells  cell delay, ns
compound gates      5            1.17
buf+inv             2            0.89
fa+ha+maj           2            0.64
xor+xnor            1            0.15
simple gates        1            0.09
per-layer routing:
layer | up-vias | track usage (%) | wire (um)
met3 | 0 | 1.88 | 356
met4 | 0 | 0 | 0
li1 | 1086 | - | -
met1 | 965 | 14.9 | 2860
met2 | 63 | 16.7 | 2670
met5 | - | 0 | 0
how the worst min path moves through the flow:
stage / end / startpoint / cells past startpoint / slack, ns
4_1_cts: s[0] / b[0] / 3 / 10.68
5_1_grt: s[0] / b[0] / 3 / 10.71
6_report: s[0] / b[0] / 3 / 10.67
cells in the final DEF (no fill, tap or decap), types with 2 or more instances in the layout:
cell / instances
a211oi_1: 3
a21o_1: 19
a21oi_1: 29
a311oi_1: 2
a31oi_1: 3
clkdlybuf4s50_1: 96
ha_1: 31
inv_1: 6
mux2i_1: 2
nand2_1: 18
nand2b_1: 2
nand3_1: 10
nand4_1: 8
nor2_1: 12
nor3_1: 4
o211ai_1: 3
o21a_1: 2
o21ai_0: 13
o21bai_1: 4
o221ai_1: 2
o311ai_1: 2
or2_2: 3
xnor2_1: 13
xor2_1: 15
area by class of cell:
cell class         instances  area, um2  area share, %
multi-input cells        224       1680           60.3
well taps                 96        120           4.32
inverters                  6       22.5          0.810
repair buffers            96        961           34.5
power breakdown:
group          switching [mW]  internal [mW]
combinational          0.0318         0.0483
sequential                  0              0
clock                       0              0
synthesized netlist by cell type, types with 2 or more instances:
cell type	n
nand2b_1	2
mux2i_1	2
o211ai_1	3
buf_2	2
nor2_1	12
xor2_1	15
nand3_1	10
a21o_1	19
o21bai_1	4
or2_2	3
inv_1	6
o21ai_0	13
clkbuf_1	8
a311oi_1	2
a21oi_1	29
ha_1	31
nor3_1	4
o221ai_1	2
nand2_1	18
a31oi_1	3
xnor2_1	13
o21a_1	2
o311ai_1	2
a211oi_1	3
nand4_1	8
logic make-up after synthesis:
logic type | after synthesis | synth area share (%)
AND-OR/OR-AND | 97 | 39.3
adder cells (fa/ha/maj) | 32 | 23.4
multiplexers | 2 | 1.15
AND/OR/NAND/NOR | 65 | 18.3
XOR/XNOR | 28 | 14.1
buffers and inverters | 17 | 3.80
Power is estimated from default activity; no workload was simulated.
